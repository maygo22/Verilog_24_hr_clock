## design.v

```verilog
`timescale 1ns / 1ps
module counters(clk, rst, bcd1, bcd2, bcd3, bcd4, bcd5, bcd6);  
    input clk, rst;
    output reg [3:0] bcd1, bcd2, bcd3, bcd4, bcd5, bcd6;
    integer cnt1, cnt2, cnt3, cnt4, cnt5, cnt6;
    reg f1, f2, f3, f4;
    always @(posedge clk or posedge rst) begin  
        if(rst) begin
            cnt1<=4;
            f1<=0;
        end
        else if(cnt1==9) begin
            cnt1<=0;
            f1<=1;
        end
        else begin
            cnt1<=cnt1+1;
            f1<=0;
        end
    end
    always @(posedge rst or posedge f1) begin  
        if(rst) begin
            cnt2<=4;
            f2<=0;
        end
        else if (f1==1 & cnt2==5)begin
            cnt2<=0;
            f2<=1;
        end
        else if(f1==1 & cnt2!=5) begin
            cnt2<=cnt2+1;
            f2<=0;
        end
    end
    always @(posedge rst or posedge f2) begin  
        if(rst) begin
            cnt3<=9;
            f3<=0;
        end
        else if (f2==1 & cnt3==9)begin
            cnt3<=0;
            f3<=1;
        end
        else if(f2==1 & cnt3!=9) begin
            cnt3<=cnt3+1;
            f3<=0;
        end
    end
    always @(posedge rst or posedge f3) begin  
        if(rst) begin
            cnt4<=5;
            f4<=0;
        end
        else if (f3==1 & cnt4==5)begin
            cnt4<=0;
            f4<=1;
        end
        else if(f3==1 & cnt4!=5) begin
            cnt4<=cnt4+1;
            f4<=0;
        end
    end
    always @(posedge rst or posedge f4) begin  
        if(rst) begin
            cnt5<=3;
            cnt6<=2;
        end
        else if (f4==1 & cnt5==9 & cnt6!=2)begin
            cnt5<=0;
            cnt6<=cnt6+1;
        end
        else if(f4==1 & cnt5!=9 & cnt6!=2) begin
            cnt5<=cnt5+1;
        end
        else if(f4==1 & cnt5==3 & cnt6==2) begin
            cnt5<=0;
            cnt6<=0;
        end
        else if(f4==1 & cnt5!=3 & cnt6==2) begin
            cnt5<=cnt5+1;
        end
    end
    always @(cnt1) begin  
         case(cnt1)
          1      : bcd1 = {4'b0001};
          2      : bcd1 = {4'b0010};
          3      : bcd1 = {4'b0011};
          4      : bcd1 = {4'b0100};
          5      : bcd1 = {4'b0101};
          6      : bcd1 = {4'b0110};
          7      : bcd1 = {4'b0111};
          8      : bcd1 = {4'b1000};
          9      : bcd1 = {4'b1001};
          default: bcd1 = {4'b0000};
       endcase
    end     
    always @(cnt2) begin  
         case(cnt2)
          1      : bcd2 = {4'b0001};
          2      : bcd2 = {4'b0010};
          3      : bcd2 = {4'b0011};
          4      : bcd2 = {4'b0100};
          5      : bcd2 = {4'b0101};
          default: bcd2 = {4'b0000};
       endcase
    end    
    always @(cnt3) begin  
         case(cnt3)
          1      : bcd3 = {4'b0001};
          2      : bcd3 = {4'b0010};
          3      : bcd3 = {4'b0011};
          4      : bcd3 = {4'b0100};
          5      : bcd3 = {4'b0101};
          6      : bcd3 = {4'b0110};
          7      : bcd3 = {4'b0111};
          8      : bcd3 = {4'b1000};
          9      : bcd3 = {4'b1001};
          default: bcd3 = {4'b0000};
       endcase
    end      
    always @(cnt4) begin  
         case(cnt4)
          1      : bcd4 = {4'b0001};
          2      : bcd4 = {4'b0010};
          3      : bcd4 = {4'b0011};
          4      : bcd4 = {4'b0100};
          5      : bcd4 = {4'b0101};
          default: bcd4 = {4'b0000};
       endcase
    end    
    always @(cnt5) begin  
         case(cnt5)
          1      : bcd5 = {4'b0001};
          2      : bcd5 = {4'b0010};
          3      : bcd5 = {4'b0011};
          4      : bcd5 = {4'b0100};
          5      : bcd5 = {4'b0101};
          6      : bcd5 = {4'b0110};
          7      : bcd5 = {4'b0111};
          8      : bcd5 = {4'b1000};
          9      : bcd5 = {4'b1001};
          default: bcd5 = {4'b0000};
       endcase
    end     
    always @(cnt6) begin  
         case(cnt6)
          1      : bcd6 = {4'b0001};
          2      : bcd6 = {4'b0010};
          default: bcd6 = {4'b0000};
       endcase
    end     
endmodule
module bcd_to_7seg(bcd_in, Y);  
    input [3:0] bcd_in;
    output reg [7:0] Y;
    always @(bcd_in) begin
        case({bcd_in})
            4'b0001 : Y = {8'b01100000};
            4'b0010 : Y = {8'b11011010};
            4'b0011 : Y = {8'b11110010};
            4'b0100 : Y = {8'b01100110};
            4'b0101 : Y = {8'b10110110};
            4'b0110 : Y = {8'b10111110};
            4'b0111 : Y = {8'b11100000};
            4'b1000 : Y = {8'b11111110};
            4'b1001 : Y = {8'b11110110};
            4'b1010 : Y = {8'b11101110};
            4'b1011 : Y = {8'b00111110};
            4'b1100 : Y = {8'b10011100};
            4'b1101 : Y = {8'b01111010};
            4'b1110 : Y = {8'b10011110};
            4'b1111 : Y = {8'b10001110};
            default: Y = {8'b11111100};
        endcase
    end    
endmodule
```

## run.sh

```bash
#!/bin/bash
# OpenROAD 26Q1-2900-gdf79404cd8, Yosys 0.63+post, stock flow scripts
make -C /OpenROAD-flow-scripts/flow DESIGN_CONFIG=/design/flow/config.mk WORK_HOME=/design/flow/orfs finish
```

## config.mk

```make
export PLATFORM = sky130hd
export DESIGN_NAME = counters
export DESIGN_NICKNAME = counters
export VERILOG_FILES = /design/flow/design.v
export SDC_FILE = /design/flow/constraint.sdc
export NUM_CORES = 4
export LEC_CHECK = 1
export CORE_UTILIZATION = 50
```

## constraint.sdc

```tcl
current_design counters

set clk_period 7.5
set clk_io_pct 0.2

create_clock -name clk0 -period $clk_period [get_ports {clk}]

set non_clock_inputs [all_inputs -no_clocks]
set_input_delay [expr $clk_period * $clk_io_pct] -clock clk0 $non_clock_inputs
set_output_delay [expr $clk_period * $clk_io_pct] -clock clk0 [all_outputs]
```

==> impl_metrics.json <==
{
  "status": "finished clean",
  "p_sw_share_pct": 22.9,
  "initCoreUtil_pct": 51.0,
  "grt_usage_pct": 17.7,
  "dp_hpwl_mm": 11.3,
  "drive_above_1_share_pct": 4.82,
  "dp_slack_ns": 4.01,
  "cp_max_fo": 6,
  "die_w_um": 140,
  "drt_pass1_iterations": 6,
  "crit_type": "flop to output pin",
  "slew_violations": 0,
  "cts_buffers": 5,
  "cts_buffer_depth": 2,
  "grt_start_max_net_pins": 90,
  "io_pins": 26,
  "ys_ff": 196,
  "wire_per_inst_um": 13.7,
  "yosysUniqueCellTypes": 55,
  "cp-start-kind": "flop",
  "globalplace.congestion": 0.840,
  "avgSynthCellArea_um2": 10.6,
  "hold_viol": 0,
  "cts_root_buf": "clkbuf_16",
  "ys_cells": 900,
  "vias": 6348,
  "rows": 50,
  "rsz0062_at_grt": "no",
  "hold_path_class": "flop to flop",
  "die_y_um": 140,
  "netlist_instances": 900,
  "clkLatencyLatePin_ns": 0.27,
  "flop_cell": "dfrtp_1",
  "rr_worst_depth": 6,
  "grt_pass1_wl_mm": 28.3,
  "finalWirelength_mm": 15.7,
  "drtIter0Drc": 239,
  "h-tree-depth": 2,
  "yosys_warnings": 1,
  "synthArstFlopShare_pct": 100,
  "tool_warnings": 36,
  "syn-cell-area_um2": 9500,
  "power_frac_seq_pct": 45.6,
  "end_kind": "output pin",
  "ir_drop_mv": 0.169,
  "cap_violations": 0,
  "io_buffers": 21,
  "grt_pass1_vias": 6055,
  "untimed_endpoints": 179,
  "slew_headroom_pct": 38.6,
  "fin_tns_setup_ns": 0,
  "setup_viol": 0,
  "dieArea_um2": 19600,
  "timing.final.crit_share_pct": 50.7,
  "cp.arrival_ns": 2.30,
  "p_leak_nw": 4.55,
  "finClkSkew_ns": 0.00466,
  "postLayoutSetupSlackWorst_ns": 3.70,
  "unclocked_regs": 163,
  "clkPwrFrac_pct": 48.9,
  "antenna_found_initial": 0,
  "cts_tree": "done",
  "clkSlewWorstSetupHoldPaths_ns": 0.05,
  "drc": 0,
  "yosysChipArea_um2": 9500,
  "crit_required_ns": 6.00,
  "coreArea_um2": 18600,
  "cts_setup_buffers": 0,
  "fin_util_pct": 54.2,
  "area_growth_syn_to_layout_pct": 6.39,
  "stdcell_area_um2": 10100,
  "cts_hold_buf": 0,
  "p_total_w": 0.000389,
  "tightestPinTransition_ns": 0.913,
  "ys_seq_share_pct": 51.7,
  "period_minus_slack_ns": 3.80,
  "p_comb_share_pct": 5.4,
  "ant_nets": 0,
  "p_int_w": 0.000300,
  "cellPowerDensity_nw_per_um2": 38.5,
  "grt-ovfl-total": 0,
  "viasPerCell": 5.53,
  "diodes": 0,
  "p_switching_w": 0.0000890,
  "fmax_ghz": 0.263,
  "cts_resized": 0,
  "hold_depth": 1,
  "edf_count": 0,
  "placed_area_um2": 9970
}
layout by cell type, fill, tap and decap left out, types with 17 or more instances in the layout:
| cell | netlist | final |
|---|---|---|
| clkdlybuf4s50_1 | 0 | 21 |
| nor3_1 | 28 | 28 |
| nand3_1 | 65 | 65 |
| xor2_1 | 46 | 46 |
| and3_1 | 35 | 35 |
| nand4_1 | 55 | 55 |
| ha_1 | 17 | 17 |
| dfrtp_1 | 187 | 186 |
| inv_1 | 27 | 26 |
| nor2_1 | 43 | 43 |
| and4_1 | 22 | 22 |
| xnor2_1 | 128 | 128 |
| nand2_1 | 76 | 76 |
| nor4_1 | 48 | 48 |
cell usage after synthesis (all sizes together), types with 23 or more instances:
cell type,n,area [um^2]
dfrtp,187,4680
xnor2,128,1120
nand2,76,285
nand3,65,325
nand4,55,344
nor4,50,334
xor2,46,403
nor2,43,161
and3,35,219
nor3,29,150
inv,27,101
and4,23,203
power by group through the flow:
stage         Sequential (W)  Clock, W  Combinational, W
global route        0.000178  0.000204         0.0000262
CTS                 0.000178  0.000195         0.0000233
finish              0.000178  0.000191         0.0000212
state kept, by name, indices dropped and copies added, names as in the netlist:
signal / flops
cnt2: 32
cnt4: 32
cnt3: 32
cnt1: 32
f1: 1
f4: 1
f2: 1
cnt5: 32
cnt6: 32
f3: 1
final cells by class:
type	count	area [um^2]
multi-input combinational	652	4370
clock inverter	3	17.5
fill	1524	8530
sequential	196	4920
timing repair buffer	30	278
clock buffer	5	125
inverter	27	109
tap	234	293
metal layers:
metal  global-route usage, %  share of wire (%)  vias up
li1                        -                  -     3197
met1                    30.4                 53     3084
met2                    27.6                 45       63
met3                    1.33                1.6        4
met4                   0.636               0.23        0
met5                       0                  0        -
path summary, 6_finish.rpt:
check | from | endpoint | slack [ns]
min in group asynchronous | rst | cnt1[25]$_DFF_PP0_ | 1.75
hold / removal | cnt1[31]$_DFF_PP0_ | cnt1[31]$_DFF_PP0_ | 0.49
max in group asynchronous | rst | cnt1[7]$_DFF_PP0_ | 5.36
setup reg to reg | cnt1[0]$_DFF_PP0_ | cnt1[24]$_DFF_PP0_ | 5.45
setup / recovery | cnt1[14]$_DFF_PP0_ | bcd1[0] | 3.70
hold reg to reg | cnt1[31]$_DFF_PP0_ | cnt1[31]$_DFF_PP0_ | 0.49
cells by family after synthesis:
| logic type | Yosys count | synth area share, % |
|---|---|---|
| multiplexers | 5 | 0.566 |
| adder cells (fa/ha/maj) | 17 | 2.24 |
| XOR/XNOR | 174 | 16.0 |
| other | 1 | 0.0395 |
| AND-OR/OR-AND | 33 | 2.36 |
| buffers and inverters | 55 | 2.40 |
| AND/OR/NAND/NOR | 419 | 24.6 |
| flip-flops | 196 | 51.7 |
per-stage QoR:
stage | hold WS (ns) | instances
2_1_floorplan | 0.447 | 903
3_3_place_gp | 0.467 | 1139
3_5_place_dp | 0.472 | 1139
4_1_cts | 0.495 | 1147
5_1_grt | 0.511 | 1147
6_report | 0.491 | 1147
worst max-delay path: stages (launching register included):
cell             delay [ns]
dfrtp_1                0.42
nor4_1                 0.32
nand4_1                0.22
nor2_1                 0.18
and4b_1                0.34
a21o_1                 0.11
clkdlybuf4s50_1        0.45
Power and IR drop assume default switching activity.
