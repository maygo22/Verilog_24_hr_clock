==> design/flow/design.v <==
`timescale 1ns / 1ps
module clk_divider_1hz(clk,rst, clk_out);  
    input clk, rst;
    output reg clk_out;
    integer cnt;
    always @(posedge clk or posedge rst) begin
        if (rst) 
            cnt<=0;
        else if (cnt==100000000)
            cnt<=0;
        else 
            cnt<=cnt+1;
    end
    always @(posedge clk or posedge rst) begin
        if (rst)
            clk_out<=0;
        else if (cnt<=50000000)  
            clk_out<=1'b1;
        else
            clk_out<=1'b0;
    end
endmodule
module clk_fast(clk, rst, clk_out);
    input clk, rst;
    output reg clk_out;
    integer cnt;
    always@(posedge clk or posedge rst)
    begin
        if(rst) cnt <=0;
        else if(cnt==10000)
        cnt<=0;
        else
        cnt<=cnt+1;
      end  
    always @ (posedge(clk) or posedge rst)
    begin
        if (rst) clk_out <= 0;
        else if(cnt<=5000)clk_out<=1'b1;
        else clk_out<=1'b0;
    end    
endmodule
module clk_even_faster(clk, rst, clk_out);  
    input clk, rst;
    output reg clk_out;
    integer cnt;
    always@(posedge clk or posedge rst)
    begin
        if(rst) cnt <=0;
        else if(cnt==10000)
        cnt<=0;
        else
        cnt<=cnt+1;
      end  
    always @ (posedge(clk) or posedge rst)
    begin
        if (rst) clk_out <= 0;
        else if(cnt<=5000)clk_out<=1'b1;
        else clk_out<=1'b0;
    end    
endmodule
==> design/flow/run.sh <==
#!/bin/bash
# OpenROAD 26Q1-2900-gdf79404cd8, Yosys 0.63+post, stock flow scripts
make -C /OpenROAD-flow-scripts/flow DESIGN_CONFIG=/design/flow/config.mk WORK_HOME=/design/flow/orfs finish
==> design/flow/config.mk <==
export PLATFORM = sky130hd
export DESIGN_NAME = clk_even_faster
export DESIGN_NICKNAME = clk_even_faster
export VERILOG_FILES = /design/flow/design.v
export SDC_FILE = /design/flow/constraint.sdc
export NUM_CORES = 4
export LEC_CHECK = 1
export CORE_UTILIZATION = 30
==> design/flow/constraint.sdc <==
current_design clk_even_faster

set clk_period 5.2
set clk_io_pct 0.2

create_clock -name clk0 -period $clk_period [get_ports {clk}]

set non_clock_inputs [all_inputs -no_clocks]
set_input_delay [expr $clk_period * $clk_io_pct] -clock clk0 $non_clock_inputs
set_output_delay [expr $clk_period * $clk_io_pct] -clock clk0 [all_outputs]
==> results.sh <==
# physical design summary
export IMPL_ctsHoldBuffers=0
export IMPL_most_common_layout_cells="dfrtp_1 (33), xnor2_1 (18), nand3_1 (15), nor2_1 (15), xor2_1 (12)"
export IMPL_dp_cells=223
export IMPL_clk_pin_slew_ns=0.07
export IMPL_largest_area_cell="dfrtp_1"
export IMPL_period_used_pct=42.0
export IMPL_viasPerCell=4.67
export IMPL_finalMaxSlewViolations=0
export IMPL_layout_drive_gt1_share_pct=7.45
export IMPL_yosys_area_top_type_share_pct=52.4
export IMPL_dieArea_um2=5540
export IMPL_clockRootBuffer="clkbuf_8"
export IMPL_cp_slowest_cell="or4_1"
export IMPL_drcViolationCount=0
export IMPL_grt_pass1_wl_um=4950
export IMPL_synth_seq_share_pct=52.4
export IMPL_crit_type="reg2reg"
export IMPL_crit_buf_inv=0
export IMPL_initial_utilization_pct=31.0
export IMPL_yosys_area_um2=1580
export IMPL_xor_area_share_pct=16.7
export IMPL_syn2layout_area_growth_pct=13.3
export IMPL_synth_warning_count=1
export IMPL_regToRegSetupSlack_ns=3.01
export IMPL_fp_dieW_um=74.5
export IMPL_synthesis_area_um2=1580
export IMPL_first_pass_iters=4
export IMPL_port_buffers=2
export IMPL_crit_fanout=8
export IMPL_place_ws_ns=3.00
export IMPL_finalSetupViolCount=0
export IMPL_layout_cells_most_common="dfrtp_1"
export IMPL_clockBufferDepth=2
export IMPL_ys_cells=152
export IMPL_post_cts_buffers=0
export IMPL_io_pins=3
export IMPL_synth_cell_types=25
export IMPL_crit_required_ns=5.35
export IMPL_core_area_um2=5070
export IMPL_max_vdd_ir_drop_uv=110
export IMPL_placed_area_um2=1680
export IMPL_cap_violations=0
export IMPL_grt_max_degree=34
export IMPL_die_y_um=74.5
export IMPL_status="finished clean"
export IMPL_fin_ws_ns=3.01
export IMPL_stdcell_area_um2=1780
export IMPL_p_leak_nw=0.799
export IMPL_cp_start_kind="register"
export IMPL_ys_seq_elements=33
export IMPL_ys_sh_adder_pct=1.59
export IMPL_post_route_min_period_ns=2.19
export IMPL_topCombFamilyByArea="simple AND/OR/NAND/NOR gates"
export IMPL_critical_path_top_delay_family="simple AND/OR/NAND/NOR gates"
export IMPL_num_vias=1079
export IMPL_drt_initial_drc_count=93
export IMPL_final_hold_violation_count=0
export IMPL_htreeDepth=2
export IMPL_cts_tree="built"
export IMPL_critPathMaxStageDelay_ns=0.51
export IMPL_fin_skew_ns=0.00590
export IMPL_dp_hpwl_um=1940
export IMPL_numCtsBuffers=5
export IMPL_worst_pin_slew_ns=0.558
export IMPL_nFillCells=529
export IMPL_tool_warnings=26
export IMPL_tns_ns=0
export IMPL_clock_latency_ns=0.28
export IMPL_ant_nets=0
export IMPL_synthSimpleGateAreaFrac_pct=26.1
export IMPL_antenna_found_initial=0
export IMPL_hold_class="reg2reg"
export IMPL_track_usage_pct=11.9
export IMPL_diodes=0
export IMPL_grt_pass1_vias=1036
export IMPL_rsz0062_at_grt="no"
export IMPL_grt_ovfl_total=0
export IMPL_detail_route_wl_per_cell_um=12.3
export IMPL_fin_cells=231
export IMPL_max_freq_ghz=0.458
export IMPL_area_leaders="dfrtp_1 (52%), xnor2_1 (10%), xor2_1 (6.7%)"
export IMPL_cts_resized_gates=0
export IMPL_max_slew_margin_pct=62.4
export IMPL_cp_arrival_ns=2.34
export IMPL_gp_congestion=0.813
export IMPL_row_count=26
export IMPL_finalWirelength_um=2830
export IMPL_powerDensity_nw_per_um2=265
export IMPL_cts_sinks=33
export IMPL_aoi_share_pct=1.35
export IMPL_synthMuxAreaShare_pct=0
export IMPL_crit_chain="or4_1 > or4_4 > nor4_4 > nor2_1"
export IMPL_crit_path_end_kind="register"
export IMPL_avgSynthCellArea_um2=10.4
export IMPL_syn_inst=152
## through the flow
step                      utilization (%)  total power [mW]  hold slack (ns)
after floorplan                         -             0.265            0.457
after global routing                 35.2             0.494            0.514
after global placement               33.2             0.268            0.482
after CTS                            35.2             0.481            0.497
final                                35.2             0.473            0.498
after detailed placement             33.2             0.268            0.486
## layer usage
metal / GRT usage [%] / part of all wire (%) / up-vias
li1: - / - / 539
met1: 18.9 / 51 / 512
met2: 16.9 / 43 / 23
met3: 2.75 / 4.6 / 5
met4: 2.31 / 1.2 / 0
met5: 0 / 0 / -
## path summary, 6_finish.rpt
path,from,to,cells after the start
setup / recovery,cnt[16],cnt[4],4
max in group asynchronous,rst,cnt[0],3
hold / removal,cnt[30],cnt[30],1
setup reg to reg,cnt[16],cnt[4],4
min in group asynchronous,rst,cnt[28],3
hold reg to reg,cnt[30],cnt[30],1
## final cells by class
type	instances	area (um2)	share of cell area [%]
timing repair buffer	3	27.5	1.54
clock inverter	1	5.00	0.281
sequential	33	826	46.3
clock buffer	7	96.3	5.40
multi-input combinational	111	719	40.3
tap	70	87.6	4.91
inverter	6	22.5	1.26
## power breakdown
part           internal [mW]  switching [mW]
registers              0.257               0
clock network          0.120          0.0909
logic                0.00120         0.00481
## logic make-up after synthesis
kind of cell,Yosys count
simple gates,76
flops,33
xor+xnor,30
compound gates,3
buf+inv,8
fa+ha+maj,2
## sequential cells by signal, indices dropped and copies added, names as in the netlist
name     count
cnt         32
clk_out      1
## Yosys cell counts
cell / instances
dfrtp_1: 33
nand4_1: 7
or4_1: 1
or3_1: 1
a2111oi_0: 1
clkbuf_1: 2
nor4_4: 1
nor3b_1: 1
nor3_1: 9
nand3_1: 15
nor4_1: 4
nand2b_1: 2
ha_1: 2
nor2b_1: 1
nor2_1: 15
nand2_1: 10
o21ai_0: 1
and4_1: 2
a211oi_1: 1
inv_1: 6
xnor2_1: 18
or2_2: 1
and3_1: 5
xor2_1: 12
or4_4: 1
Power figures rest on the tool's default switching activity, not on a simulated workload.
